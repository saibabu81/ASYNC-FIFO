[design.v]
module async_fifo #(
        parameter DATA_WIDTH = 8,
        parameter ADDR_WIDTH = 4
    )(
        input wire wr_clk,                       
        input wire rd_clk,                       
        input wire wr_rst_n,                     
        input wire rd_rst_n,                     
        input wire wr_en,                        
        input wire rd_en,                        
        input wire [DATA_WIDTH-1:0] wr_data,     
        output reg [DATA_WIDTH-1:0] rd_data,     
        output wire fifo_full,                   
        output wire fifo_empty                   
    );
        localparam FIFO_DEPTH = 1 << ADDR_WIDTH;
        reg [DATA_WIDTH-1:0] fifo_mem [0:FIFO_DEPTH-1];
        reg [ADDR_WIDTH:0] wr_ptr_bin = 0;
        reg [ADDR_WIDTH:0] wr_ptr_gray = 0;
        reg [ADDR_WIDTH:0] wr_ptr_gray_sync1 = 0;
        reg [ADDR_WIDTH:0] wr_ptr_gray_sync2 = 0;
        reg [ADDR_WIDTH:0] rd_ptr_bin = 0;
        reg [ADDR_WIDTH:0] rd_ptr_gray = 0;
        reg [ADDR_WIDTH:0] rd_ptr_gray_sync1 = 0;
        reg [ADDR_WIDTH:0] rd_ptr_gray_sync2 = 0;
        always @(posedge rd_clk or negedge rd_rst_n) begin
            if (!rd_rst_n) begin
                wr_ptr_gray_sync1 <= 0;
                wr_ptr_gray_sync2 <= 0;
            end else begin
                wr_ptr_gray_sync1 <= wr_ptr_gray;
                wr_ptr_gray_sync2 <= wr_ptr_gray_sync1;
            end
        end
        always @(posedge wr_clk or negedge wr_rst_n) begin
            if (!wr_rst_n) begin
                rd_ptr_gray_sync1 <= 0;
                rd_ptr_gray_sync2 <= 0;
            end else begin
                rd_ptr_gray_sync1 <= rd_ptr_gray;
                rd_ptr_gray_sync2 <= rd_ptr_gray_sync1;
            end
        end
        function [ADDR_WIDTH:0] bin2gray(input [ADDR_WIDTH:0] bin);
            bin2gray = bin ^ (bin >> 1);
        endfunction
        function [ADDR_WIDTH:0] gray2bin(input [ADDR_WIDTH:0] gray);
            integer i;
            begin
                gray2bin[ADDR_WIDTH] = gray[ADDR_WIDTH];  
                for (i = ADDR_WIDTH-1; i >= 0; i = i - 1)
                    gray2bin[i] = gray2bin[i+1] ^ gray[i];
            end
        endfunction
        always @(posedge wr_clk or negedge wr_rst_n) begin
            if (!wr_rst_n) 
              begin
                wr_ptr_bin <= 0;
                wr_ptr_gray <= 0;
            end 
          else if (wr_en && !fifo_full) 
            begin
                fifo_mem[wr_ptr_bin[ADDR_WIDTH-1:0]] <= wr_data;
                wr_ptr_bin <= wr_ptr_bin + 1;
                wr_ptr_gray <= bin2gray(wr_ptr_bin + 1);
            end
        end
        always @(posedge rd_clk or negedge rd_rst_n) begin
          if (!rd_rst_n) 
            begin
                rd_ptr_bin <= 0;
                rd_ptr_gray <= 0;
                rd_data <= 0;
            end 
          else if (rd_en && !fifo_empty) 
            begin
                rd_data <= fifo_mem[rd_ptr_bin[ADDR_WIDTH-1:0]];
                rd_ptr_bin <= rd_ptr_bin + 1;
                rd_ptr_gray <= bin2gray(rd_ptr_bin + 1);
            end
        end
        assign fifo_full = (wr_ptr_gray == {~rd_ptr_gray_sync2[ADDR_WIDTH:ADDR_WIDTH-1], rd_ptr_gray_sync2[ADDR_WIDTH-2:0]});
        assign fifo_empty = (rd_ptr_gray == wr_ptr_gray_sync2);
endmodule
[run.sh]
#!/bin/bash
# OpenROAD 26Q1-2900-gdf79404cd8, Yosys 0.63+post, stock flow scripts
make -C /OpenROAD-flow-scripts/flow DESIGN_CONFIG=/design/flow/config.mk WORK_HOME=/design/flow/orfs finish
[config.mk]
export PLATFORM = sky130hd
export DESIGN_NAME = async_fifo
export DESIGN_NICKNAME = async_fifo
export VERILOG_FILES = /design/flow/design.v
export SDC_FILE = /design/flow/constraint.sdc
export NUM_CORES = 4
export LEC_CHECK = 1
export CORE_UTILIZATION = 30
[constraint.sdc]
current_design async_fifo

set clk_period 4.4
set clk_io_pct 0.2

create_clock -name clk0 -period $clk_period [get_ports {rd_clk}]
create_clock -name clk1 -period $clk_period [get_ports {wr_clk}]

set non_clock_inputs [all_inputs -no_clocks]
set_input_delay [expr $clk_period * $clk_io_pct] -clock clk0 $non_clock_inputs
set_output_delay [expr $clk_period * $clk_io_pct] -clock clk0 [all_outputs]
==> metrics.yaml <==
topCombFamilyByArea: "AND-OR/OR-AND gates"
worstPathRequired_ns: 3.52
edf_count: 128
rows: 55
max_cap_viol_count: 0
instances_no_fill: 782
tightestPinTransition_ns: 0.844
maxSlewViolCount: 0
ff_type: "edfxtp_1"
area_delta_synth_final_pct: 17.1
seq_area_um2: 4990
antenna_found_initial: 0
grt_pass1_vias: 4179
clkTransAtPathRegs_ns: 0.07
crit_arrival_ns: 2.02
status: "finished, final reports clean"
synth.area.top_cells: "edfxtp_1, dfrtp_1, xor2_1"
ant_nets: 0
fp.dieH_um: 154
dp_cells: 746
netlist_area_um2: 6980
skew_ns: 0.00471
holdBufCountCts: 0
hold_violations: 0
route.vias.total: 3978
ys_sh_mux_pct: 3.09
seq_area_frac_synth_pct: 71.6
slew-limit-headroom_pct: 43.6
synth.avg_cell_area_um2: 15.4
firstDrtPassIters: 5
tool_warnings: 32
synth-simple-area-share_pct: 6.01
start_kind: "flop"
synth.distinct_cells: 50
grt_pass1_wl_um: 23500
crit_type: "flop to output pin"
diodes: 0
p_leak_nw: 2.86
comb_area_um2: 1770
grt.total_usage_pct: 13.9
cts_num_sinks: 174
vdd_drop_max_uv: 279
drtIter0Drc: 324
chipWidth_um: 154
ys_sh_adder_pct: 1.43
end_kind: "output pin"
io_pins: 24
p_total_mw: 5.73
yosysTopAreaCell: "edfxtp_1"
ys_cells: 452
rsz0062_at_grt: "false"
cts_resized: 0
rrSetupSlack_ns: 1.69
fin_setup_tns_ns: 0
cts_setup_buffers: 0
ys_area_um2: 6980
hold_class: "flop to flop"
numPortBuffers: 22
tritoncts: "yes"
avgRoutedWirePerCell_um: 19.4
synthAoiAreaFrac_pct: 10.8
synthCells: 452
drive_above_1_share_pct: 14.3
yosys_warnings: 2
powerDensity_nw_per_um2: 701
grt_max_degree: 32
drc: 0
synthArstFlopShare_pct: 26.4
ys_sh_xor_pct: 3.89
via_per_inst: 5.09
setup_viol: 0
routed_wl_um: 15100
die-area_um2: 23900
fin_util_pct: 36.0
gp_congestion: 0.905
core_um2: 22700
fp_util_pct: 30.7
synthDominantCellAreaShare_pct: 55.1
path_max_fanout: 3
hpwl_um: 10100
grt-ovfl-total: 0
synth_flops: 174
fillers: 2091
==> cells in the mapped netlist (3+ instances only) <==
| cell type | number |
|---|---|
| a211oi_1 | 3 |
| o32ai_1 | 3 |
| a2111oi_2 | 3 |
| buf_2 | 9 |
| nor2_1 | 21 |
| o221ai_1 | 7 |
| inv_1 | 6 |
| buf_4 | 8 |
| nand3_1 | 13 |
| mux2_2 | 8 |
| nor2b_1 | 3 |
| nor3_1 | 9 |
| buf_6 | 4 |
| mux2i_1 | 8 |
| clkbuf_1 | 3 |
| mux2_4 | 3 |
| a221oi_1 | 8 |
| nand2_1 | 34 |
| o31ai_1 | 5 |
| dfrtp_1 | 46 |
| xor2_1 | 17 |
| edfxtp_1 | 128 |
| xnor2_1 | 14 |
| o21ai_0 | 14 |
| a22oi_1 | 19 |
| a22o_1 | 5 |
| a32oi_1 | 6 |
| ha_1 | 8 |
| a21oi_1 | 7 |
==> stage by stage <==
step                      worst slack, ns  hold WS [ns]  cell area [um^2]
final                                1.50         0.305              8170
after CTS                            1.41         0.296              8170
after global placement               1.37         0.336              7460
after detailed placement             1.31         0.335              7460
after floorplan                      2.16         0.331              6980
after global routing                 1.30         0.307              8170
==> metal layers <==
| metal | share of wire [%] | track usage, % | up-vias |
|---|---|---|---|
| li1 | - | - | 1799 |
| met1 | 39 | 17.7 | 1940 |
| met2 | 46 | 20.6 | 217 |
| met3 | 13 | 9.19 | 22 |
| met4 | 1.7 | 2.12 | 0 |
| met5 | 0 | 0 | - |
==> placed cells by master (no fill, tap or decap), types with 3 or more instances in the layout <==
cell,instances
a2111oi_2,3
a211oi_1,3
a21oi_1,7
a221oi_1,8
a22o_1,5
a22oi_1,19
a32oi_1,6
buf_4,13
clkbuf_16,25
clkdlybuf4s50_1,22
dfrtp_1,46
edfxtp_1,128
ha_1,8
inv_1,6
inv_6,3
mux2_2,8
mux2_4,3
mux2i_1,8
nand2_1,34
nand3_1,13
nor2_1,21
nor2b_1,3
nor3_1,9
o21ai_0,14
o221ai_1,7
o31ai_1,5
o32ai_1,3
xnor2_1,14
xor2_1,17
==> path summary, 6_finish.rpt <==
| check | from | cells past startpoint | endpoint |
|---|---|---|---|
| max in group asynchronous | rd_rst_n | 2 | rd_ptr_bin[0] |
| min in group asynchronous | wr_rst_n | 1 | wr_ptr_bin[1] |
| worst min-delay path | rd_ptr_gray[3] | 0 | rd_ptr_gray_sync1[3] |
| worst min register to register | rd_ptr_gray[3] | 0 | rd_ptr_gray_sync1[3] |
| worst max register to register | rd_ptr_bin[0] | 6 | rd_data[6] |
| max in group clk1 | wr_en | 5 | fifo_mem[8][7] |
| min in group clk0 | wr_ptr_gray_sync1[2] | 0 | wr_ptr_gray_sync2[2] |
| worst max-delay path | wr_ptr_gray[1] | 4 | fifo_full |
==> worst max-delay path: stages, from the launching register on <==
cell             delay [ns]
dfrtp_1                0.42
xnor2_1                0.16
nand2_1                0.11
nor4_1                 0.39
clkdlybuf4s50_1        0.54
==> registers in the layout (all words and copies together), names as in the netlist <==
signal and flops:
wr_ptr_gray 4, wr_ptr_bin 5, fifo_mem 128, rd_ptr_bin 5, rd_ptr_gray 4, rd_ptr_gray_sync2 5, rd_data 8, wr_ptr_gray_sync1 5
wr_ptr_gray_sync2 5, rd_ptr_gray_sync1 5
==> power breakdown <==
part	switching, mW	total (mW)	internal, mW
registers	0.253	2.30	2.05
logic	1.04	1.77	0.733
clock network	0.624	1.66	1.03
==> cell type report <==
class / count / area share, %
timing repair buffer: 35 / 3.89
inverter: 7 / 0.322
tap: 285 / 4.36
clock buffer: 28 / 7.89
sequential: 174 / 61.1
clock inverter: 8 / 0.750
multi-input combinational: 245 / 21.7
==> logic make-up (layout without fill, tap and decap cells) <==
family	count (synthesis)	in the layout
compound gates	96	96
flops	174	174
simple gates	91	91
fa+ha+maj	8	8
buf+inv	33	78
xor+xnor	31	31
mux	19	19
Power is estimated from default activity; no workload was simulated.
